==> flow/design.v <==
`timescale 1ns / 1ps
module ABC(
    input                               clk                        ,
    input                               rst_n                      ,
    input wrdata_en,
    input [255:0] wrdata_pld,
    input wrdata_lw,
    input rdata_en,
    output rdatardy,
    output arb_req,
    output arb_lw,
    output [255:0] arb_pld
    );
reg [7:0] cnt;
wire cnt_add_flag;
wire cnt_sub_flag;
wire wr_en;
wire rd_en;
wire [256:0] wr_data;
wire [256:0] rd_data;
wire fifo_data_rdy;
reg fifo_data_rdy_1ff;
assign cnt_add_flag = wrdata_lw & wr_en;
assign cnt_sub_flag = arb_lw & rd_en;
assign cnt_hold_flag = cnt_add_flag & cnt_sub_flag;
assign wr_en = (wrdata_en == 1'b1) && (rdatardy == 1'b1);
assign wr_data = {wrdata_lw, wrdata_pld};
assign rdatardy = (full != 1);
always @(posedge clk or negedge rst_n) begin
    if(rst_n == 1'b0) begin
        cnt <= 8'd0;
    end
    else if(cnt_hold_flag == 1'b1) begin
        cnt <= cnt;
    end
    else if(cnt_add_flag == 1'b1) begin
        cnt <= cnt + 1'b1;
    end
    else if(cnt_sub_flag == 1'b1) begin
        cnt <= cnt - 1'b1;
    end
end
assign rd_en = (fifo_data_rdy == 1'b1) && (rdata_en == 1'b1) ;  
assign fifo_data_rdy = (cnt != 8'd0);    
assign arb_req = rd_en;         
assign arb_lw = rd_data[255];
assign arb_pld = rd_data[255:0];      
sync_fifo
U_SYNC (
    .clk(clk)        ,
    .rst_n(rst_n)    ,
    .rd_en(rd_en)    ,
    .rd_data(rd_data),
    .wr_en(wr_en)    ,
    .wr_data(wr_data),
    .empty(empty)    ,
    .full(full)
);                                                            
endmodule
module sync_fifo
#(parameter DATA_WIDTH = 256,
  parameter ADDR_WIDTH = 7,
  parameter FIFO_DEPTH = 16)(
    input   wire            clk,
    input   wire            rst_n,
    input   wire            wr_en,
    input   wire            rd_en,
    input   wire    [DATA_WIDTH - 1:0]   wr_data,
    output  wire            empty,
    output  wire            full,
    output          [DATA_WIDTH - 1:0]  rd_data
);
reg  [DATA_WIDTH - 1:0]  mem[FIFO_DEPTH - 1:0];
wire [ADDR_WIDTH - 1:0]  w_addr,r_addr;
reg  [ADDR_WIDTH:0]      r_addr_a, w_addr_a; 
assign r_addr = r_addr_a[ADDR_WIDTH - 1:0];
assign w_addr = w_addr_a[ADDR_WIDTH - 1:0];
assign rd_data = mem[r_addr];
always@(posedge clk or negedge rst_n) begin
    if(rst_n == 1'b0)
        r_addr_a <= {ADDR_WIDTH{1'b0}};
    else begin
        if(rd_en==1 && empty==0) begin
            r_addr_a <= r_addr_a + 1;
        end
    end
end
always@(posedge clk or negedge rst_n)
    if(rst_n == 1'b0)
        w_addr_a <= {ADDR_WIDTH{1'b0}};
    else begin
        if(wr_en==1 && full==0) begin
            mem[w_addr] <= wr_data;
            w_addr_a <= w_addr_a + 1;
        end
    end
assign empty = (r_addr_a == w_addr_a) ? 1 : 0;
assign full  = (r_addr_a[ADDR_WIDTH] != w_addr_a[ADDR_WIDTH]  && r_addr_a[ADDR_WIDTH - 1:0] == w_addr_a[ADDR_WIDTH - 1:0]) ? 1 : 0; 
endmodule
==> flow/run.sh <==
#!/bin/bash
# OpenROAD 26Q1-2900-gdf79404cd8, Yosys 0.63+post, stock flow scripts
make -C /OpenROAD-flow-scripts/flow DESIGN_CONFIG=/design/flow/config.mk WORK_HOME=/design/flow/orfs finish
==> flow/config.mk <==
export PLATFORM = sky130hd
export DESIGN_NAME = ABC
export DESIGN_NICKNAME = ABC
export VERILOG_FILES = /design/flow/design.v
export SDC_FILE = /design/flow/constraint.sdc
export NUM_CORES = 4
export LEC_CHECK = 1
export CORE_UTILIZATION = 30
==> flow/constraint.sdc <==
current_design ABC

set clk_period 57.5
set clk_io_pct 0.2

create_clock -name clk0 -period $clk_period [get_ports {clk}]

set non_clock_inputs [all_inputs -no_clocks]
set_input_delay [expr $clk_period * $clk_io_pct] -clock clk0 $non_clock_inputs
set_output_delay [expr $clk_period * $clk_io_pct] -clock clk0 [all_outputs]
==> results.py <==
# Metrics from the implementation run
metrics = {
    "route": {
        "ant_nets": 0,
        "detail_route.wirelength.met1_um": 160000,
        "route.final.wire_length_um": 503000,
        "route.vias.total": 86500,
        "drt_first_iter_violations": 6264,
        "wl_per_cell_um": 31.0,
        "route.met3.wl_um": 92500,
        "drt-vias-per-instance": 5.33,
        "dr_wl_met2_um": 232000,
        "maxUsedRoutingLayer": "met5",
        "firstDrtPassIters": 7,
        "route.detailed.drc": 0,
    },
    "clock_network": {
        "clock_sink_count": 4120,
        "cts_root_buf": "clkbuf_16",
        "clock_tree.buffer_depth": 4,
        "cts_tree": "yes",
        "post_cts_hold_fix_buffer_tally": 0,
        "number_of_gates_given_a_new_drive_strength_after_cts": 0,
        "clock_insertion_delay_worst_skew_ns": 1.05,
        "htreeDepth": 5,
        "clkSlewWorstSetupHoldPaths_ns": 0.06,
        "cts_setup_buffers": 0,
        "number_of_buffers_created_by_cts": 418,
    },
    "floorplanning": {
        "boundaryPins": 520,
        "fp.dieW_um": 714,
        "initial_utilization_pct": 30.2,
        "core.rowCount": 260,
        "die_height_um": 714,
        "total_die_area_um2": 509000,
        "coreArea_um2": 503000,
    },
    "power_and_ir_drop": {
        "irDropWorstVdd_mv": 0.0399,
        "switching_share_pct": 33.9,
        "power.internal_w": 0.00596,
        "seq_power_share_pct": 38.9,
        "p_clk_share_pct": 28.9,
        "netSwitchingPower_w": 0.00306,
        "cellPowerDensity_nw_per_um2": 50.2,
        "static-leakage-power_nw": 55.9,
        "combinationalPowerShare_pct": 32.2,
    },
    "finish": {
        "final_util_pct": 35.7,
        "share_of_final_layout_standard_cells_stronger_than_drive_strength_1_pct": 11.2,
        "syn_to_final_growth_pct": 18.1,
    },
    "placed_design": {
        "place.detailed.hpwl_um": 288000,
        "numPortBuffers": 519,
        "preCtsSetupSlack_ns": 32.86,
        "gp_congestion": 0.831,
    },
    "yosys": {
        "synth-area-yosys_um2": 152000,
        "ys_seq_elements": 4120,
        "yosys_cells": 8422,
        "flop_cell": "edfxtp_1",
        "mappedNetlistArea_um2": 152000,
        "number_of_synthesized_flops_with_an_enable_pin": 4096,
        "yosysWarnings": 8,
        "synthesis.instances": 8422,
        "synthDistinctLibCells": 72,
        "postSynthSeqShare_pct": 81.4,
        "asyncSetResetFlopFracSynth_pct": 0.583,
        "syn_area_per_cell_um2": 18.0,
    },
    "critical_path": {
        "worstSetupStartpointType": "input pin",
        "critical_path_class": "input pin to primary output",
        "cp.required_ns": 46.00,
        "worstSetupEndpointType": "primary output",
        "cp_max_fo": 3,
        "critPathArrivalTime_ns": 13.11,
    },
    "global_route": {
        "globalRoute.totalOverflow": 0,
        "maximum_number_of_pins_on_one_net_before_global_route_repair": 65,
        "grt_use_total_pct": 20.8,
        "grt_pass1_wl_um": 693000,
        "grt_antenna_before_repair": 122,
        "first_global_vias": 89400,
    },
    "timing": {
        "unrepaired_setup_endpoints_after_global_routing": "false",
        "finalHoldViolCount": 0,
        "layout_worst_path_cycle_share_pct": 42.8,
        "timing.slew.headroom_pct": 29.9,
        "max_freq_ghz": 0.0406,
        "timing.hold.ws_ns": 0.467,
        "final_critical_path_setup_slack_ns": 32.89,
        "final.min_clock_period_ns": 24.61,
        "worst_pin_slew_ns": 1.05,
        "clock-skew-final_ns": 0.0892,
        "timing_max_transition_violations_final": 0,
        "setup-tns-final_ns": 0,
        "report.final.setup_viol": 0,
    },
    "flow_run": {
        "timing.max_cap.violations": 0,
        "openroad.warnings": 32,
    },
    "run_status": {
        "run_status": "completed",
    },
    "hold_path": {
        "min_path_type": "flop to flop",
    },
}
## sequential cells by signal, indices dropped and copies added (netlist names)
signal,flops
U_SYNC.mem,4096
U_SYNC.r_addr_a,8
U_SYNC.w_addr_a,8
cnt,8
## placed cells by master, fill, tap and decap left out, types with 238 or more instances in the layout
master	synthesis	layout
a22o_1	256	256
nor2_1	378	362
clkdlybuf4s50_1	0	519
clkbuf_16	0	420
buf_4	22	355
o21ai_0	266	266
mux2i_1	297	297
a22oi_1	675	675
a221oi_1	238	238
edfxtp_1	4096	4096
nand2_1	440	435
## area by class of cell
cell class | instances | area [um^2]
fillers | 46200 | 324000
flip-flops and latches | 4120 | 124000
multi-input cells | 3727 | 26100
clock buffers | 512 | 10900
well taps | 6681 | 8360
repair buffers | 885 | 8080
clock inverters | 237 | 2200
diodes | 55 | 138
inverters | 10 | 47.5
## metrics by stage
stage / std cells / cell area [um^2] / power [W]
2_1_floorplan: 8422 / 152000 / 0.00484
3_3_place_gp: 15400 / 166000 / 0.00650
3_5_place_dp: 15400 / 166000 / 0.00649
4_1_cts: 16200 / 179000 / 0.00909
5_1_grt: 16200 / 179000 / 0.00939
6_report: 16200 / 179000 / 0.00901
## power by group through the flow
stage	sequential [W]	combinational (W)	clock, W
final	0.00351	0.00290	0.00260
after CTS	0.00351	0.00294	0.00264
after global routing	0.00352	0.00312	0.00275
## synth_stat cells, types with 8 or more instances
cell       number  area [um^2]
a2111oi_0      20          175
a211oi_1       37          278
a21boi_0        9         67.6
a21oi_1       228         1140
a221o_1        15          150
a221oi_1      238         2080
a222oi_1      204         2040
a22o_1        256         2240
a22oi_1       675         5070
a31oi_1       126          788
a41oi_1        47          412
and2_1         14         87.6
and3_1         65          407
buf_1          60          225
buf_2         217         1090
buf_4          22          165
buf_6          10          113
clkbuf_1      256          961
dfrtp_1        24          601
edfxtp_1     4096       123000
ha_1           14          175
inv_1           8         30.0
mux2_2         53          597
mux2i_1       297         2970
mux4_2         11          248
nand2_1       440         1650
nand2b_1       11         68.8
nand3_1        82          410
nand4_1        28          175
nor2_1        378         1420
nor2b_1        10         62.6
nor3_1         29          145
o2111ai_1      17          149
o211ai_1       16          120
o21ai_0       266         1330
o221ai_1        8         70.1
o22a_1         13          114
o22ai_1        20          125
o2bb2ai_1      15          131
xnor2_1        15          131
xor2_1         14          123
## final timing paths
kind / start / end / slack [ns] / cells past startpoint
hold / removal: cnt[7] / cnt[7] / 0.47 / 1
min in group asynchronous: rst_n / cnt[0] / 10.86 / 2
setup reg to reg: U_SYNC.r_addr_a[3] / U_SYNC.mem[15][230] / 49.91 / 13
hold reg to reg: cnt[7] / cnt[7] / 0.47 / 1
max in group asynchronous: rst_n / U_SYNC.r_addr_a[2] / 46.23 / 2
setup / recovery: rdata_en / arb_req / 32.89 / 5
## cell families (layout without fill, tap and decap cells)
logic type                 Yosys count  in the layout  share of synthesized area, %
and+or+nand+nor                   1074           1074                          3.00
adders and majority gates           15             15                         0.128
other                                0             55                             0
buffers and inverters              575           1644                          1.70
muxes                              363            363                          2.53
xor gates and xnor gates            30             30                         0.185
AOI/OAI and AO/OA                 2245           2245                          11.1
DFF                               4120           4120                          81.4
## layer usage
layer  vias to the layer above  global-route usage [%]
met5                         -                    1.37
met4                        84                    6.48
met3                      1025                    17.2
met2                      6323                    30.7
met1                     42700                    22.4
li1                      36400                       -
## worst max-delay path: stages
cell,delay (ns)
clkdlybuf4s50_1,0.55
o21ai_1,0.12
buf_4,0.19
inv_1,0.21
clkdlybuf4s50_1,0.53
Power and IR drop assume default switching activity.
